==> ./design.v <==
module f_d_50m_1(clk_50mhz,rst,clk_1hz);
input clk_50mhz,rst;
output clk_1hz;
reg clk_1hz;
reg[31:0]cntl;
parameter N = 50000000;
always @(posedge clk_50mhz)
if(!rst)
	begin
		cntl <= 1'b0;
		clk_1hz <= 1'b0;
	end
else
	if(cntl < N/2 -1)
		cntl <= cntl + 1'b1;
	else
		begin
			cntl<=1'b0;
			clk_1hz<= ~clk_1hz;
		end
endmodule
==> ./run.sh <==
#!/bin/bash
# OpenROAD 26Q1-2900-gdf79404cd8, Yosys 0.63+post, stock flow scripts
make -C /OpenROAD-flow-scripts/flow DESIGN_CONFIG=/design/flow/config.mk WORK_HOME=/design/flow/orfs finish
==> ./config.mk <==
export PLATFORM = sky130hd
export DESIGN_NAME = f_d_50m_1
export DESIGN_NICKNAME = f_d_50m_1
export VERILOG_FILES = /design/flow/design.v
export SDC_FILE = /design/flow/constraint.sdc
export NUM_CORES = 4
export LEC_CHECK = 1
export CORE_AREA = 10 10 94 94
export DIE_AREA = 0 0 104 104
==> ./constraint.sdc <==
current_design f_d_50m_1

set clk_period 4.7
set clk_io_pct 0.2

create_clock -name clk0 -period $clk_period [get_ports {clk_50mhz}]

set non_clock_inputs [all_inputs -no_clocks]
set_input_delay [expr $clk_period * $clk_io_pct] -clock clk0 $non_clock_inputs
set_output_delay [expr $clk_period * $clk_io_pct] -clock clk0 [all_outputs]
==> results.cfg <==
; implementation run metrics
[cells_and_area]
logic_area_um2 = 649
postLayoutCoreUtil = 0.228
flop_area_um2 = 661
fill_cells = 762
area_growth_pct = 18.4
drive_gt1_frac = 0.0795
fin_area_mm2 = 0.00156
stdcell_count = 247

[grt]
grt_pass1_wl_mm = 3.41
grt_usage = 0.0356
grt_pass1_vias = 802
grt_max_degree = 26
grt_antenna_before_repair = 0
overflow = 0

[setup_path]
crit_fanout = 3
endpoint_kind = output port
worstPathCellList = clkdlybuf4s50_1
path_buffers = 1
cp_top_family = buffers and inverters
cp_slowest_cell = clkdlybuf4s50_1
crit_arrival_ns = 1.09
path_class = reg -> out
cpPeakStageDelay_ns = 0.47
startpoint_type = flop
worstPathRequired_ns = 3.76

[cts]
root_buffer = clkbuf_8
hold_buffers = 0
worstSkewPairLatency_ns = 0.28
cts_buffer_depth = 2
postCtsSetupBuffers = 0
cts_max_level = 2
cts_tree = yes
cts_inserted_buffers = 5
cts_resized = 0
cts.sinks = 33
clk_transition_reported_paths_ns = 0.07

[power_and_ir_drop]
p_per_area_mw_per_mm2 = 333
p_leak_nw = 0.503
vdd_drop_max_mv = 0.190

[detailed_routing]
wl_mm = 1.95
wl_per_cell_um = 7.88
drt-initial-drc-count = 57
diodes = 0
vias_per_cell = 3.51
drcViolationCount = 0
final_antenna_net_count = 0
dr.pass1.iters = 4
vias = 866

[flow_run]
warning_count = 25
maxCapViolations = 0

[floorplan]
io_pins = 3
die-width_um = 104
row_count = 30
fp-utilization = 0.192
dieArea_mm2 = 0.0108
coreArea_mm2 = 0.00683
die_h_um = 104

[final_timing]
worst_pin_slew_ns = 0.803
slew_headroom = 0.460
finalSetupViolCount = 0
rsz0062_at_grt = no
finalCritPeriodShare = 0.432
skew_ns = 0.00524
hold_viol_final = 0
max_freq_mhz = 493
min_period_ns = 2.03
maxSlewViolCount = 0
setup-tns-final_ns = 0

[synth]
synth_seq_share = 0.503
top_area_frac = 0.503
ys_chip_area_mm2 = 0.00131
syn_area_mm2 = 0.00131
simple_gate_area_frac = 0.288
yosysUniqueCellTypes = 27
compound_area_frac = 0.0305
yosys_warnings = 1
fa_ha_area_frac = 0.00952
synth_flop_count = 33
synthCells = 137
ys_cells = 137
synth_top_cell_by_count = dfxtp_1
avgSynthCellArea_um2 = 9.59
top_cells_by_count = dfxtp_1, nor2_1, xor2_1
async_flop_share = 0
synthMuxAreaShare = 0
xor_area_frac = 0.147
synth_top_cell_by_area = dfxtp_1
top_cells_by_area = dfxtp_1, xor2_1, nor2_1
ff_type = dfxtp_1
edf_count = 0
synth.logic.top_family = simple AND/OR/NAND/NOR gates

[placement]
place_area_mm2 = 0.00145
portBuffers = 2
dp_cells = 239
post-dp-hpwl_mm = 1.33
gp_congestion = 0.765

[hold_path]
min_path_type = reg -> reg

[status]
status = finished, final reports clean
cell usage in the layout (no fill, tap or decap), types with 3 or more instances in the layout:
| cell type | synthesis | layout |
|---|---|---|
| dfxtp_1 | 33 | 33 |
| nor2_1 | 27 | 27 |
| nor3_1 | 4 | 4 |
| nand4_1 | 6 | 6 |
| xnor2_1 | 9 | 9 |
| clkbuf_8 | 0 | 7 |
| nand3_1 | 8 | 8 |
| xor2_1 | 13 | 13 |
| nor4_1 | 3 | 3 |
| and3_1 | 6 | 6 |
| nand2_1 | 8 | 8 |
| conb_1 | 1 | 7 |
layer usage:
metal / track usage / up-vias / wire length [um]
li1: - / 488 / -
met1: 0.0528 / 370 / 1090
met2: 0.0495 / 8 / 768
met3: 0.0125 / 0 / 93
met4: 0.00497 / 0 / 0
met5: 0 / - / 0
power by group:
| part | internal, W | total [W] | switching, W |
|---|---|---|---|
| clock network | 0.000132 | 0.000229 | 0.0000966 |
| registers | 0.000284 | 0.000285 | 0.00000120 |
| logic | 0.00000261 | 0.00000431 | 0.00000170 |
sequential cells by signal (all words and copies together) (netlist names):
name / cells
clk_1hz: 1
cntl: 32
stage by stage:
step                power (W)  setup slack (ns)  hold WS [ns]
floorplan            0.000293              2.94         0.438
global placement     0.000295              2.71         0.462
detailed placement   0.000295              2.70         0.464
CTS                  0.000526              2.65         0.480
global route         0.000538              2.57         0.506
finish               0.000518              2.67         0.476
logic make-up after synthesis:
family / after synthesis
compound gates: 5
xor+xnor: 22
fa+ha+maj: 1
buf+inv: 3
flops: 33
other cells: 1
simple gates: 72
path summary, 6_finish.rpt:
path | from | slack, ns | cells after the start | end
min reg2reg | cntl[0] | 0.48 | 1 | cntl[0]
max reg2reg | cntl[9] | 2.73 | 5 | cntl[15]
min | cntl[0] | 0.48 | 1 | cntl[0]
max | clk_1hz | 2.67 | 1 | clk_1hz
area by class of cell:
cell class | instances | share of cell area
sequential | 33 | 0.425
multi-input combinational | 107 | 0.418
tap | 96 | 0.0772
clock buffer | 7 | 0.0619
timing repair buffer | 2 | 0.0129
clock inverter | 1 | 0.00322
inverter | 1 | 0.00241
Power and IR drop assume default switching activity.
