**design/flow/run.sh**
```bash
#!/bin/bash
# OpenROAD 26Q1-2900-gdf79404cd8, Yosys 0.63+post, stock flow scripts
make -C /OpenROAD-flow-scripts/flow DESIGN_CONFIG=/design/flow/config.mk WORK_HOME=/design/flow/orfs finish
```
**design/flow/config.mk**
```make
export PLATFORM = sky130hd
export DESIGN_NAME = fre_div
export DESIGN_NICKNAME = fre_div
export VERILOG_FILES = /design/flow/design.v
export SDC_FILE = /design/flow/constraint.sdc
export NUM_CORES = 4
export LEC_CHECK = 1
export CORE_UTILIZATION = 40
```
**design/flow/constraint.sdc**
```tcl
current_design fre_div

set clk_period 7.3
set clk_io_pct 0.2

create_clock -name clk0 -period $clk_period [get_ports {clk_50mhz}]

set non_clock_inputs [all_inputs -no_clocks]
set_input_delay [expr $clk_period * $clk_io_pct] -clock clk0 $non_clock_inputs
set_output_delay [expr $clk_period * $clk_io_pct] -clock clk0 [all_outputs]
```
**design/flow/design.v**
```verilog
module fre_div(clk_50mhz,rst,clk_1hz,clk_10hz,clk_100hz,clk_1khz); 
input clk_50mhz,rst;
output clk_1hz,clk_10hz,clk_100hz,clk_1khz;
reg clk_1hz,clk_10hz,clk_100hz,clk_1khz; 
reg [31:0] cnt1,cnt10,cnt100,cnt1k;
parameter N_1=50000000; 		 
parameter N_10=5000000; 		 
parameter N_100=500000; 		 
parameter N_1k=50000; 		 
always @(posedge clk_50mhz) 
if(! rst)
	begin
		cnt1 <= 1'b0; 
		clk_1hz <= 1'b0; 
		clk_10hz <= 1'b0;
		clk_100hz <= 1'b0;
		clk_1khz <= 1'b0;
	end 
else
	if(cnt1==N_1/2-1)
		begin
			cnt1k <=1'b0;
			clk_1khz<=~clk_1khz;
			cnt100 <=1'b0;
			clk_100hz<=~clk_100hz;
			cnt10 <=1'b0;
			clk_10hz<=~clk_10hz;
			cnt1 <=1'b0;
			clk_1hz<=~clk_1hz;
		end
	else if(cnt10==N_10/2-1)
		begin
			cnt1k <=1'b0;
			clk_1khz<=~clk_1khz;
			cnt100 <=1'b0;
			clk_100hz<=~clk_100hz;
			cnt10 <=1'b0;
			clk_10hz<=~clk_10hz;
			cnt1 <=cnt1+1'b1;
		end
	else if(cnt100==N_100/2-1)
		begin
			cnt100 <=1'b0;
			clk_100hz<=~clk_100hz;
			cnt1k <=1'b0;
			clk_1khz<=~clk_1khz;
			cnt1 <=cnt1+1'b1; 
			cnt10 <=cnt10+1'b1;
		end
	else if(cnt1k==N_1k/2-1)
		begin
			cnt1k <=1'b0;
			clk_1khz<=~clk_1khz;
			cnt10 <=cnt10+1'b1;
			cnt100 <=cnt100+1'b1; 
			cnt1 <=cnt1+1'b1;
		end
	else
		begin
			cnt1 <=cnt1+1'b1;
			cnt10 <=cnt10+1'b1;
			cnt100 <=cnt100+1'b1; 
			cnt1k <=cnt1k+1'b1; 
		end
endmodule
```
==> report_table.html <==
<h3>Flow metrics</h3>
<table>
<tr><th>Metric</th><th>Value</th></tr>
<tr><th colspan="2">Routing</th></tr>
<tr><td>Number of nets with antenna violations after detailed routing</td><td>0</td></tr>
<tr><td>Routed wl met2</td><td>roughly 6.4 mm</td></tr>
<tr><td># DRC</td><td>0</td></tr>
<tr><td>Amount of wire on met3 after detailed routing</td><td>approximately 740 um</td></tr>
<tr><td>Final wirelength</td><td>14.5 mm</td></tr>
<tr><td>Post-detailed-route wirelength per cell</td><td>roughly 15 um</td></tr>
<tr><td>Met1 routed wirelength after detailed routing</td><td>between 7 and 8 mm</td></tr>
<tr><td>Antenna Diode Count</td><td>0</td></tr>
<tr><td>Starting DRC count in detailed routing</td><td>~370</td></tr>
<tr><td>Uppermost metal layer occupied by signal nets</td><td>met4</td></tr>
<tr><td>Detailed-route via count</td><td>between 5000 and 6000</td></tr>
<tr><td>Number of vias per cell after detailed routing</td><td>5.53</td></tr>
<tr><td>Number of iterations in the first detailed-routing pass</td><td>5</td></tr>
<tr><th colspan="2">Die</th></tr>
<tr><td>Die y size</td><td>137 um</td></tr>
<tr><td>Full die area</td><td>roughly 19000 um2</td></tr>
<tr><td>I/O pin total</td><td>6</td></tr>
<tr><td>Core utilization before placement</td><td>0.415</td></tr>
<tr><td>Floorplan row count</td><td>between 40 and 50</td></tr>
<tr><td>Core Box Area</td><td>17500 um2</td></tr>
<tr><td>Die x size</td><td>between 100 and 150 um</td></tr>
<tr><th colspan="2">Synth</th></tr>
<tr><td>YS warnings</td><td>1</td></tr>
<tr><td>Instance count of the mapped netlist</td><td>749</td></tr>
<tr><td>Area contributors post-synth</td><td>sky130_fd_sc_hd__edfxtp_1 40%, sky130_fd_sc_hd__dfxtp_1 9.9%, sky130_fd_sc_hd__xnor2_1 8.2%</td></tr>
<tr><td>Cell accounting for the most synthesized area</td><td>sky130_fd_sc_hd__edfxtp_1</td></tr>
<tr><td>Top cell type's share of synthesized area</td><td>0.398</td></tr>
<tr><td>Syn avg cell area</td><td>9.68 um2</td></tr>
<tr><td>Flip-flop and latch count after synthesis</td><td>roughly 130</td></tr>
<tr><td>Synthesized chip area reported by yosys</td><td>roughly 7200 um2</td></tr>
<tr><td>Sequential area share after synthesis</td><td>0.497</td></tr>
<tr><td>Cell area after synthesis</td><td>roughly 7200 um2</td></tr>
<tr><td>Number of distinct library cells after synthesis</td><td>36</td></tr>
<tr><td>Yosys cell count</td><td>about 750</td></tr>
<tr><th colspan="2">Setup path</th></tr>
<tr><td>Kind of cell adding the most delay to the critical path</td><td>buffers and inverters</td></tr>
<tr><td>Maximum fanout encountered on the critical timing path</td><td>3</td></tr>
<tr><td>Delay of the slowest cell on the worst path</td><td>0.48 ns</td></tr>
<tr><td>Setup slack, reg-to-reg</td><td>4.59 ns</td></tr>
<tr><td>Worst reg2reg endpoint</td><td>cnt1k[20]$_SDFFCE_PP0P_</td></tr>
<tr><td>Slowest cell on crit path</td><td>sky130_fd_sc_hd__clkdlybuf4s50_1</td></tr>
<tr><td>Worst EP required</td><td>between 5 and 6 ns</td></tr>
<tr><td>Buf/Inv on CP</td><td>1</td></tr>
<tr><td>Worst Reg-to-Reg Cells</td><td>7</td></tr>
<tr><td>Data arrival time at the worst-slack endpoint</td><td>roughly 1.3 ns</td></tr>
<tr><td>List of cells traversed by the critical path</td><td>clkdlybuf4s50_1</td></tr>
<tr><td>Type of the worst setup path</td><td>reg -&gt; out</td></tr>
<tr><td>Kind of end point of the critical path</td><td>output port</td></tr>
<tr><td>Origin of the critical flop-to-flop path</td><td>cnt1[0]$_SDFF_PP0_</td></tr>
<tr><td>Sort of element at the start of the critical path</td><td>flop</td></tr>
<tr><th colspan="2">Clocking</th></tr>
<tr><td>CTS Hold Bufs</td><td>0</td></tr>
<tr><td>H-tree levels</td><td>4</td></tr>
<tr><td>Clock buffer count from CTS</td><td>17</td></tr>
<tr><td>Resize count post-CTS</td><td>0</td></tr>
<tr><td>Buffers inserted by post-CTS timing repair</td><td>0</td></tr>
<tr><td>CTS Buffer Depth</td><td>2</td></tr>
<tr><td>Clock tree root driver cell</td><td>sky130_fd_sc_hd__clkbuf_16</td></tr>
<tr><td>Clock network latency to the later pin of the worst-skew pair</td><td>roughly 0.4 ns</td></tr>
<tr><td>Total clock sinks</td><td>132</td></tr>
<tr><td>Worst-path clk slew</td><td>0.06 ns</td></tr>
<tr><td>Clock tree from TritonCTS</td><td>built</td></tr>
<tr><th colspan="2">Global routing</th></tr>
<tr><td>Overall Global Routing Usage</td><td>0.174</td></tr>
<tr><td>Grt ovf</td><td>0</td></tr>
<tr><td>Maximum number of pins on one net before global-route repair</td><td>slightly above 60</td></tr>
<tr><td>Initial antenna violation count</td><td>0</td></tr>
<tr><td>First-pass GRT wire length</td><td>25.0 mm</td></tr>
<tr><td>Number of global-route vias before repair</td><td>a little over 5000</td></tr>
<tr><th colspan="2">Job</th></tr>
<tr><td>Count of tool warnings</td><td>25</td></tr>
<tr><td>Maximum Capacitance Violations</td><td>0</td></tr>
<tr><th colspan="2">Power</th></tr>
<tr><td>Tot Pwr</td><td>roughly 1.9 mW</td></tr>
<tr><td>VDD IR-drop max</td><td>about 0.00019 V</td></tr>
<tr><td>Power density of the placed cells</td><td>237 nW/um2</td></tr>
<tr><td>Pleak</td><td>approximately 2.5 nW</td></tr>
<tr><th colspan="2">Timing</th></tr>
<tr><td>Final number of max-transition violations</td><td>0</td></tr>
<tr><td>Slew margin rel.</td><td>0.406</td></tr>
<tr><td>Number of setup violations in the final report</td><td>0</td></tr>
<tr><td>Count of final hold-check violations</td><td>0</td></tr>
<tr><td>Setup repair after global routing missed its margin</td><td>false</td></tr>
<tr><td>Worst clock skew on the final layout</td><td>0.00709 ns</td></tr>
<tr><td>Shortest period the worst path allows</td><td>roughly 2.7 ns</td></tr>
<tr><td>Fin crit share</td><td>0.373</td></tr>
<tr><td>Hold_ws</td><td>roughly 0.46 ns</td></tr>
<tr><td>Slew @ Worst Pin</td><td>between 0.8 and 0.9 ns</td></tr>
<tr><td>Max Clk Rate</td><td>between 0.3 and 0.4 GHz</td></tr>
<tr><td>Setup TNS after final layout</td><td>0 ns</td></tr>
<tr><th colspan="2">Placement</th></tr>
<tr><td>Port Buffer Count</td><td>5</td></tr>
<tr><td>DP Wirelength</td><td>9.27 mm</td></tr>
<tr><td>Routability cong.</td><td>0.867</td></tr>
<tr><th colspan="2">Min path</th></tr>
<tr><td>Critical hold path startpoint</td><td>cnt1[0]$_SDFF_PP0_</td></tr>
<tr><td>Type of the worst min-delay path</td><td>reg -&gt; reg</td></tr>
<tr><td>Worst hold path endpoint</td><td>cnt1[0]$_SDFF_PP0_</td></tr>
<tr><td>Hold-critical path depth</td><td>1</td></tr>
<tr><th colspan="2">Finish</th></tr>
<tr><td>P&amp;R area growth vs syn</td><td>11.9%</td></tr>
<tr><td>Proportion of layout cells with a drive suffix above 1</td><td>0.0557</td></tr>
<tr><th colspan="2">Run status</th></tr>
<tr><td>Result of the run</td><td>completed</td></tr>
</table>
==> area by class of cell <==
class | instances | area, um2
multi-input combinational | 567 | 3440
inverter | 13 | 48.8
tap | 225 | 282
clock inverter | 14 | 208
fill | 1516 | 9370
timing repair buffer | 10 | 85.1
sequential | 132 | 3600
clock buffer | 18 | 439
==> layout by cell type, fill, tap and decap left out, types with 3 or more instances in the layout <==
master / n
sky130_fd_sc_hd__a21oi_1: 10
sky130_fd_sc_hd__clkinvlp_4: 3
sky130_fd_sc_hd__or4_1: 8
sky130_fd_sc_hd__or3_1: 14
sky130_fd_sc_hd__ha_1: 4
sky130_fd_sc_hd__clkbuf_16: 17
sky130_fd_sc_hd__dfxtp_1: 36
sky130_fd_sc_hd__inv_1: 13
sky130_fd_sc_hd__and4_1: 16
sky130_fd_sc_hd__nor3_1: 33
sky130_fd_sc_hd__nor4_1: 45
sky130_fd_sc_hd__buf_4: 6
sky130_fd_sc_hd__nand2_1: 46
sky130_fd_sc_hd__xor2_1: 44
sky130_fd_sc_hd__nor4b_1: 14
sky130_fd_sc_hd__edfxtp_1: 96
sky130_fd_sc_hd__nand4_1: 44
sky130_fd_sc_hd__and3_1: 15
sky130_fd_sc_hd__bufinv_16: 5
sky130_fd_sc_hd__clkdlybuf4s50_1: 4
sky130_fd_sc_hd__nand3_1: 42
sky130_fd_sc_hd__o21ai_0: 10
sky130_fd_sc_hd__xnor2_1: 68
sky130_fd_sc_hd__and2_1: 8
sky130_fd_sc_hd__nor2_1: 128
==> cell families after synthesis <==
family          after synthesis  share of synthesized area
simple gates                427                      0.313
xor+xnor                    112                      0.135
fa+ha+maj                     4                    0.00691
mux                           1                    0.00138
compound gates               23                     0.0173
flops                       132                      0.497
buf+inv                      50                     0.0285
==> layer usage <==
metal / vias to the layer above / global-route usage
met5: - / 0
met1: 2550 / 0.286
met2: 131 / 0.257
met4: 0 / 0.0191
met3: 11 / 0.0389
li1: 2720 / -
==> registers in the layout, indices dropped and copies added (netlist names) <==
| register | count |
|---|---|
| clk_1khz | 1 |
| clk_100hz | 1 |
| cnt1k | 32 |
| cnt1 | 32 |
| clk_10hz | 1 |
| cnt10 | 32 |
| cnt100 | 32 |
| clk_1hz | 1 |
==> worst max-delay path by stage <==
stage                     startpoint                      to  cells after the start
CTS           clk_100hz$_SDFFE_PN0P_               clk_100hz                      1
finish        clk_100hz$_SDFFE_PN0P_               clk_100hz                      1
global route      cnt1[0]$_SDFF_PP0_  cnt1k[7]$_SDFFCE_PP0P_                      7
==> power by group <==
part           total, mW  internal (mW)  switching [mW]
Combinational     0.0884         0.0380          0.0504
Sequential         0.899          0.851          0.0483
Clock              0.933          0.613           0.320
Total               1.92           1.50           0.419
==> cell usage after synthesis <==
cell type,n
sky130_fd_sc_hd__nand3_1,42
sky130_fd_sc_hd__or4_1,8
sky130_fd_sc_hd__ha_1,4
sky130_fd_sc_hd__and4b_1,1
sky130_fd_sc_hd__nor3_1,33
sky130_fd_sc_hd__xnor2_1,68
sky130_fd_sc_hd__nor4_1,45
sky130_fd_sc_hd__nand2b_1,1
sky130_fd_sc_hd__nor4b_1,14
sky130_fd_sc_hd__and3_1,15
sky130_fd_sc_hd__nand2_1,46
sky130_fd_sc_hd__and4_4,1
sky130_fd_sc_hd__inv_1,13
sky130_fd_sc_hd__o21ai_0,10
sky130_fd_sc_hd__nor4_2,2
sky130_fd_sc_hd__buf_2,15
sky130_fd_sc_hd__nor3b_1,2
sky130_fd_sc_hd__o22ai_2,1
sky130_fd_sc_hd__a21oi_1,10
sky130_fd_sc_hd__dfxtp_1,36
sky130_fd_sc_hd__or2_1,2
sky130_fd_sc_hd__nand3_4,1
sky130_fd_sc_hd__nor4bb_1,2
sky130_fd_sc_hd__edfxtp_1,96
sky130_fd_sc_hd__mux2i_1,1
sky130_fd_sc_hd__and2_1,8
sky130_fd_sc_hd__xor2_1,44
sky130_fd_sc_hd__and4_1,16
sky130_fd_sc_hd__or3_1,14
sky130_fd_sc_hd__nor2_1,128
sky130_fd_sc_hd__clkbuf_1,22
sky130_fd_sc_hd__nand4b_1,1
sky130_fd_sc_hd__nand4_1,44
sky130_fd_sc_hd__nor2b_1,1
sky130_fd_sc_hd__o31ai_1,1
sky130_fd_sc_hd__o21ai_1,1
==> metrics by stage <==
| step | cells | utilization | cell area, um2 | setup slack [ns] |
|---|---|---|---|---|
| floorplan | 749 | - | 7250 | 5.10 |
| global placement | 947 | 0.427 | 7460 | 4.24 |
| detailed placement | 947 | 0.427 | 7460 | 4.18 |
| CTS | 979 | 0.464 | 8110 | 4.54 |
| global route | 979 | 0.464 | 8110 | 4.31 |
| finish | 979 | 0.464 | 8110 | 4.58 |
Power figures rest on the tool's default switching activity, not on a simulated workload.
