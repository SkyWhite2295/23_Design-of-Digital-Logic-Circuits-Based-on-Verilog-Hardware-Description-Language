--- design/flow/constraint.sdc ---
current_design f_d_50m_10

set clk_period 3.2
set clk_io_pct 0.2

create_clock -name clk0 -period $clk_period [get_ports {clk_50mhz}]

set non_clock_inputs [all_inputs -no_clocks]
set_input_delay [expr $clk_period * $clk_io_pct] -clock clk0 $non_clock_inputs
set_output_delay [expr $clk_period * $clk_io_pct] -clock clk0 [all_outputs]
--- design/flow/config.mk ---
export PLATFORM = sky130hd
export DESIGN_NAME = f_d_50m_10
export DESIGN_NICKNAME = f_d_50m_10
export VERILOG_FILES = /design/flow/design.v
export SDC_FILE = /design/flow/constraint.sdc
export NUM_CORES = 4
export LEC_CHECK = 1
export CORE_AREA = 10 10 102 102
export DIE_AREA = 0 0 112 112
--- design/flow/run.sh ---
#!/bin/bash
# OpenROAD 26Q1-2900-gdf79404cd8, Yosys 0.63+post, stock flow scripts
make -C /OpenROAD-flow-scripts/flow DESIGN_CONFIG=/design/flow/config.mk WORK_HOME=/design/flow/orfs finish
--- design/flow/design.v ---
module f_d_50m_10(clk_50mhz,rst,clk_10hz);
input clk_50mhz,rst;
output clk_10hz;
reg clk_10hz;
reg[31:0]cntl;
parameter N = 5000000;
always @(posedge clk_50mhz)
if(!rst)
	begin
		cntl <= 1'b0;
		clk_10hz <= 1'b0;
	end
else
	if(cntl < N/2 -1)
		cntl <= cntl + 1'b1;
	else
		begin
			cntl<=1'b0;
			clk_10hz<= ~clk_10hz;
		end
endmodule
==> impl_metrics.prom <==
# HELP chip_impl_metric Implementation results
# TYPE chip_impl_metric gauge
chip_impl_metric{name="synthCells",unit=""} 151
chip_impl_metric{name="synth_flops",unit=""} 33
chip_impl_metric{name="fp.dieH",unit="um"} 112
chip_impl_metric{name="ys_seq_frac",unit=""} 0.466
chip_impl_metric{name="holdBufCountCts",unit=""} 0
chip_impl_info{name="outcome",value="finished clean"} 1
chip_impl_metric{name="hold_ws",unit="ns"} 0.516
chip_impl_metric{name="maximum_fanout_count_along_the_critical_path",unit=""} 16
chip_impl_metric{name="power.leakage",unit="uW"} 0.000516
chip_impl_metric{name="die_w",unit="um"} 112
chip_impl_info{name="crit_path_cell_trace",value="ha_1 -> and4_2 -> o311ai_0 -> a21boi_1 -> buf_4 -> nor3_1"} 1
chip_impl_metric{name="post_drt_via_cell_ratio",unit=""} 4.13
chip_impl_metric{name="synthDistinctLibCells",unit=""} 37
chip_impl_info{name="clk_root_buffer_cell",value="sky130_fd_sc_hd__clkbuf_8"} 1
chip_impl_metric{name="worst_slew_margin_rel",unit=""} 0.570
chip_impl_metric{name="ctsLongestPathBuffers",unit=""} 2
chip_impl_metric{name="cts_num_sinks",unit=""} 33
chip_impl_metric{name="worst-endpoint-arrival",unit="ns"} 2.48
chip_impl_metric{name="antenna_violations_before_repair",unit=""} 0
chip_impl_metric{name="grt.total_usage",unit=""} 0.0415
chip_impl_metric{name="yosys.stat.chipArea",unit="um2"} 1420
chip_impl_metric{name="cts_max_level",unit=""} 2
chip_impl_metric{name="synth_stat.cells",unit=""} 151
chip_impl_metric{name="worst-path-buf-inv",unit=""} 1
chip_impl_metric{name="dp.final_hpwl",unit="um"} 1740
chip_impl_metric{name="layout.filler_cells",unit=""} 879
chip_impl_info{name="mostFrequentLayoutCell",value="sky130_fd_sc_hd__dfxtp_1"} 1
chip_impl_metric{name="clock_buffers_created_by_tritoncts",unit=""} 5
chip_impl_metric{name="slew_viols_final",unit=""} 0
chip_impl_metric{name="grt_first_pass_wirelength",unit="um"} 4700
chip_impl_metric{name="design.die.area",unit="um2"} 12500
chip_impl_metric{name="floorplan.core_area",unit="um2"} 8220
chip_impl_metric{name="edf_count",unit=""} 0
chip_impl_metric{name="top_level_ports",unit=""} 3
chip_impl_metric{name="clock.fmax",unit="MHz"} 440
chip_impl_info{name="layout_top_cells",value="33 x sky130_fd_sc_hd__dfxtp_1, 16 x sky130_fd_sc_hd__nor3_1, 10 x sky130_fd_sc_hd__conb_1, 9 x sky130_fd_sc_hd__nand3_1"} 1
chip_impl_info{name="cts_tree",value="built"} 1
chip_impl_info{name="rsz_0062_raised_after_global_routing",value="false"} 1
chip_impl_info{name="min_path_type",value="reg2reg"} 1
chip_impl_metric{name="worst_slew_pin_tran",unit="ns"} 0.644
chip_impl_info{name="cp_endpoint_kind",value="register"} 1
chip_impl_metric{name="routed-via-count",unit=""} 1120
chip_impl_metric{name="drc",unit=""} 0
chip_impl_metric{name="yosys_warnings",unit=""} 1
chip_impl_metric{name="drt_pass1_iterations",unit=""} 4
chip_impl_metric{name="period_needed",unit="ns"} 2.27
chip_impl_metric{name="gp_congestion",unit=""} 0.781
chip_impl_metric{name="finalWirelength",unit="um"} 2630
chip_impl_metric{name="cellPowerDensity",unit="nW/um2"} 484
chip_impl_metric{name="worst_ep_required_time",unit="ns"} 3.40
chip_impl_metric{name="detail_route.wl_per_cell",unit="um"} 9.70
chip_impl_metric{name="cts_setup_buffers",unit=""} 0
chip_impl_metric{name="finish.instance_area",unit="um2"} 1710
chip_impl_metric{name="number_of_global_route_vias_before_repair",unit=""} 1067
chip_impl_metric{name="final-setup-viol-count",unit=""} 0
chip_impl_metric{name="peakVddDrop",unit="uV"} 320
chip_impl_info{name="ys.flop_type",value="sky130_fd_sc_hd__dfxtp_1"} 1
chip_impl_metric{name="antenna_violating_nets_post_route",unit=""} 0
chip_impl_metric{name="drv.max_cap_violation_count",unit=""} 0
chip_impl_metric{name="drt-initial-drc-count",unit=""} 114
chip_impl_metric{name="floorplan.initialDensity",unit=""} 0.173
chip_impl_info{name="critical-path-slowest-cell",value="sky130_fd_sc_hd__o311ai_0"} 1
chip_impl_metric{name="fin_setup_tns",unit="ns"} 0
chip_impl_info{name="criticalPathCategory",value="reg2reg"} 1
chip_impl_metric{name="drive_above_1_share",unit=""} 0.0964
chip_impl_metric{name="ctsResizeCount",unit=""} 0
chip_impl_metric{name="log.warning_count",unit=""} 25
chip_impl_metric{name="input_output_buffers",unit=""} 2
chip_impl_metric{name="finalHoldViolCount",unit=""} 0
chip_impl_metric{name="clkSlewWorstSetupHoldPaths",unit="ns"} 0.07
chip_impl_metric{name="post-route-period-util",unit=""} 0.711
chip_impl_metric{name="grt.overflow.total",unit=""} 0
chip_impl_metric{name="slowest_delay",unit="ns"} 0.48
chip_impl_metric{name="total_cell_area_at_the_placement_stage",unit="um2"} 1590
chip_impl_metric{name="clk-insertion-delay-late",unit="ns"} 0.29
chip_impl_metric{name="detail_route.antenna_diodes",unit=""} 0
chip_impl_metric{name="core.rowCount",unit=""} 33
chip_impl_metric{name="post_synth.cell_area_avg",unit="um2"} 9.40
chip_impl_metric{name="grt_max_degree",unit=""} 23
chip_impl_metric{name="post_synthesis_to_final_layout_area_growth",unit="%"} 20.4
chip_impl_metric{name="netlist_area",unit="um2"} 1420
chip_impl_info{name="worstSetupStartpointType",value="register"} 1
chip_impl_metric{name="synth-async-reset-ratio",unit=""} 0
chip_impl_metric{name="finalClockSkew",unit="ns"} 0.00300
chip_impl_info{name="crit_family",value="AND-OR/OR-AND gates"} 1
-- state kept, by name (all words and copies together), names as in the netlist --
name,cells
clk_10hz,1
cntl,32
-- cells by family after synthesis --
logic type,after synthesis,share of synthesized area
simple gates,68,0.290
flops,33,0.466
compound gates,25,0.131
buf+inv,12,0.0344
xor+xnor,11,0.0679
fa+ha+maj,1,0.00882
other cells,1,0.00264
-- path summary, 6_finish.rpt --
path	start	to	slack, ns	depth (start not counted)
setup reg to reg	cntl[0]	cntl[12]	0.93	6
setup / recovery	cntl[0]	cntl[12]	0.93	6
hold reg to reg	cntl[0]	cntl[0]	0.52	1
hold / removal	cntl[0]	cntl[0]	0.52	1
-- worst register-to-register path, delay by kind of cell, from the launching register on --
kind / cells / cell delay [ns]
fa+ha+maj: 1 / 0.26
flops: 1 / 0.34
compound gates: 2 / 0.82
simple gates: 2 / 0.46
buf+inv: 1 / 0.30
-- layer usage --
metal | vias to the layer above | global-route usage | part of all wire
met4 | 0 | 0.00846 | 0.017
met3 | 6 | 0.0114 | 0.037
met5 | - | 0 | 0
li1 | 580 | - | -
met2 | 8 | 0.0629 | 0.43
met1 | 526 | 0.0579 | 0.51
-- cell usage after synthesis (all sizes together) (3+ instances only) --
cell type | n | area, um2
and3 | 4 | 26.3
inv | 6 | 22.5
xnor2 | 8 | 70.1
nand2 | 8 | 30.0
o21ai | 6 | 30.0
or3 | 6 | 37.5
a211oi | 9 | 77.6
xor2 | 3 | 26.3
dfxtp | 33 | 661
clkbuf | 4 | 16.3
nor4 | 4 | 25.0
or4 | 5 | 37.5
nand4 | 4 | 40.0
nor3 | 16 | 80.1
nor3b | 3 | 22.5
o31ai | 3 | 22.5
nand3 | 9 | 45.0
-- per-stage QoR --
| step | worst slack (ns) | power (uW) | std cells | utilization |
|---|---|---|---|---|
| finish | 0.925 | 827 | 271 | 0.208 |
| global route | 0.714 | 855 | 271 | 0.208 |
| CTS | 0.923 | 833 | 271 | 0.208 |
| detailed placement | 0.935 | 439 | 263 | 0.194 |
| global placement | 0.990 | 439 | 263 | 0.194 |
| floorplan | 1.22 | 434 | 160 | - |
-- area by class of cell --
cell class | count | area [um2] | share of cell area
Clock buffer | 5 | 68.8 | 0.0403
Multi-Input combinational cell | 115 | 743 | 0.435
Timing Repair Buffer | 4 | 35.0 | 0.0205
Sequential cell | 33 | 661 | 0.387
Tap cell | 105 | 131 | 0.0769
Clock inverter | 3 | 46.3 | 0.0271
Inverter | 6 | 22.5 | 0.0132
-- report_power, final --
group	leakage, uW	internal [uW]	switching [uW]
Sequential	0.000270	418	2.44
Clock	0.0000543	233	165
Combinational	0.000191	4.81	4.00
Power figures rest on the tool's default switching activity, not on a simulated workload.
